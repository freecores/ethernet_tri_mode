[design/flow/config.mk]
export PLATFORM = sky130hd
export DESIGN_NAME = CRC_gen
export DESIGN_NICKNAME = CRC_gen
export VERILOG_FILES = /design/flow/design.v
export SDC_FILE = /design/flow/constraint.sdc
export NUM_CORES = 4
export LEC_CHECK = 1
export CORE_UTILIZATION = 30
[design/flow/constraint.sdc]
current_design CRC_gen

set clk_period 3.1
set clk_io_pct 0.2

create_clock -name clk0 -period $clk_period [get_ports {Clk}]

set non_clock_inputs [all_inputs -no_clocks]
set_input_delay [expr $clk_period * $clk_io_pct] -clock clk0 $non_clock_inputs
set_output_delay [expr $clk_period * $clk_io_pct] -clock clk0 [all_outputs]
[design/flow/design.v]
module CRC_gen (
Reset       ,
Clk         ,
Init        ,
Frame_data  ,
Data_en     ,
CRC_rd      ,
CRC_end     ,
CRC_out     
);
input           Reset       ;
input           Clk         ;
input           Init        ;
input   [7:0]   Frame_data  ;
input           Data_en     ;
input           CRC_rd      ;
output  [7:0]   CRC_out     ;
output          CRC_end     ;
reg [7:0]       CRC_out     ;
reg [31:0]      CRC_reg;
reg             CRC_end;
reg [3:0]       Counter;
function[31:0]  NextCRC;
    input[7:0]      D;
    input[31:0]     C;
    reg[31:0]       NewCRC;
    begin
    NewCRC[0]=C[24]^C[30]^D[1]^D[7];
    NewCRC[1]=C[25]^C[31]^D[0]^D[6]^C[24]^C[30]^D[1]^D[7];
    NewCRC[2]=C[26]^D[5]^C[25]^C[31]^D[0]^D[6]^C[24]^C[30]^D[1]^D[7];
    NewCRC[3]=C[27]^D[4]^C[26]^D[5]^C[25]^C[31]^D[0]^D[6];
    NewCRC[4]=C[28]^D[3]^C[27]^D[4]^C[26]^D[5]^C[24]^C[30]^D[1]^D[7];
    NewCRC[5]=C[29]^D[2]^C[28]^D[3]^C[27]^D[4]^C[25]^C[31]^D[0]^D[6]^C[24]^C[30]^D[1]^D[7];
    NewCRC[6]=C[30]^D[1]^C[29]^D[2]^C[28]^D[3]^C[26]^D[5]^C[25]^C[31]^D[0]^D[6];
    NewCRC[7]=C[31]^D[0]^C[29]^D[2]^C[27]^D[4]^C[26]^D[5]^C[24]^D[7];
    NewCRC[8]=C[0]^C[28]^D[3]^C[27]^D[4]^C[25]^D[6]^C[24]^D[7];
    NewCRC[9]=C[1]^C[29]^D[2]^C[28]^D[3]^C[26]^D[5]^C[25]^D[6];
    NewCRC[10]=C[2]^C[29]^D[2]^C[27]^D[4]^C[26]^D[5]^C[24]^D[7];
    NewCRC[11]=C[3]^C[28]^D[3]^C[27]^D[4]^C[25]^D[6]^C[24]^D[7];
    NewCRC[12]=C[4]^C[29]^D[2]^C[28]^D[3]^C[26]^D[5]^C[25]^D[6]^C[24]^C[30]^D[1]^D[7];
    NewCRC[13]=C[5]^C[30]^D[1]^C[29]^D[2]^C[27]^D[4]^C[26]^D[5]^C[25]^C[31]^D[0]^D[6];
    NewCRC[14]=C[6]^C[31]^D[0]^C[30]^D[1]^C[28]^D[3]^C[27]^D[4]^C[26]^D[5];
    NewCRC[15]=C[7]^C[31]^D[0]^C[29]^D[2]^C[28]^D[3]^C[27]^D[4];
    NewCRC[16]=C[8]^C[29]^D[2]^C[28]^D[3]^C[24]^D[7];
    NewCRC[17]=C[9]^C[30]^D[1]^C[29]^D[2]^C[25]^D[6];
    NewCRC[18]=C[10]^C[31]^D[0]^C[30]^D[1]^C[26]^D[5];
    NewCRC[19]=C[11]^C[31]^D[0]^C[27]^D[4];
    NewCRC[20]=C[12]^C[28]^D[3];
    NewCRC[21]=C[13]^C[29]^D[2];
    NewCRC[22]=C[14]^C[24]^D[7];
    NewCRC[23]=C[15]^C[25]^D[6]^C[24]^C[30]^D[1]^D[7];
    NewCRC[24]=C[16]^C[26]^D[5]^C[25]^C[31]^D[0]^D[6];
    NewCRC[25]=C[17]^C[27]^D[4]^C[26]^D[5];
    NewCRC[26]=C[18]^C[28]^D[3]^C[27]^D[4]^C[24]^C[30]^D[1]^D[7];
    NewCRC[27]=C[19]^C[29]^D[2]^C[28]^D[3]^C[25]^C[31]^D[0]^D[6];
    NewCRC[28]=C[20]^C[30]^D[1]^C[29]^D[2]^C[26]^D[5];
    NewCRC[29]=C[21]^C[31]^D[0]^C[30]^D[1]^C[27]^D[4];
    NewCRC[30]=C[22]^C[31]^D[0]^C[28]^D[3];
    NewCRC[31]=C[23]^C[29]^D[2];
    NextCRC=NewCRC;
    end
        endfunction
always @ (posedge Clk or posedge Reset)
    if (Reset)
        CRC_reg     <=32'hffffffff;
    else if (Init)
        CRC_reg     <=32'hffffffff;
    else if (Data_en)
        CRC_reg     <=NextCRC(Frame_data,CRC_reg);
    else if (CRC_rd)
        CRC_reg     <={CRC_reg[23:0],8'hff};
always @ (CRC_rd or CRC_reg)
    if (CRC_rd)
        CRC_out     <=~{
                        CRC_reg[24],
                        CRC_reg[25],
                        CRC_reg[26],
                        CRC_reg[27],
                        CRC_reg[28],
                        CRC_reg[29],
                        CRC_reg[30],
                        CRC_reg[31]
                        };
    else
        CRC_out     <=0;
always @(posedge Clk or posedge Reset)
    if (Reset)
        Counter     <=0;
    else if (!CRC_rd)
        Counter     <=0;
    else 
        Counter     <=Counter + 1;
always @ (Counter)
    if (Counter==3)
        CRC_end=1;
    else
        CRC_end=0;
endmodule
[design/flow/run.sh]
#!/bin/bash
# OpenROAD 26Q1-2900-gdf79404cd8, Yosys 0.63+post, stock flow scripts
make -C /OpenROAD-flow-scripts/flow DESIGN_CONFIG=/design/flow/config.mk WORK_HOME=/design/flow/orfs finish
==> results.json <==
{
  "status": "finished clean",
  "firstDrtPassIters": 4,
  "fmax_mhz": 377,
  "ys_area_mm2": 0.00252,
  "crit_chain": "clkdlybuf4s50_1 > buf_12 > nor2b_1 > clkdlybuf4s50_1",
  "fin_setup_tns_ns": 0,
  "gp_congestion": 0.823,
  "rsz0062_at_grt": "no",
  "fp.coreArea_mm2": 0.00818,
  "ys_cells": 242,
  "cts_buffers": 5,
  "fillers": 811,
  "cts_root_buffer": "clkbuf_8",
  "clockBufferDepth": 2,
  "synth_cells": 242,
  "report.final.slew_viol_count": 0,
  "cts_tree": "built",
  "synth_async_sr_flop_share_pct": 100,
  "final_cell_mix": "xnor2_1 (46), dfstp_2 (32), nor2_1 (31)",
  "yosysUniqueCellTypes": 33,
  "cts.repair.resized": 0,
  "insertedDiodeCount": 0,
  "cp_top_family": "buffers and inverters",
  "hold_buffers": 0,
  "max_stage_delay_ns": 0.50,
  "lay_top_count": "xnor2_1",
  "drt_iter0_drc": 85,
  "syn-cell-area_mm2": 0.00252,
  "vias": 1707,
  "drive_gt1_share_pct": 22.8,
  "worst_slew_pin_slew_ns": 0.687,
  "critPathKind": "in2out",
  "routed_via_density": 4.64,
  "pwr_density_cell_mw_per_mm2": 942,
  "finalWirelength_mm": 5.14,
  "cts_htree_levels": 2,
  "grt_pass1_vias": 1700,
  "skew_ns": 0.00520,
  "ir_drop_v": 0.000276,
  "post-cts-setup-buffers": 0,
  "path_max_fanout": 39,
  "arrival_ns": 2.04,
  "period_used_pct": 85.7,
  "drtAntennaViolNets": 0,
  "worstHoldPathType": "reg2reg",
  "insertion_delay_ns": 0.29,
  "largest_register_ffs": 32,
  "grt_first_pass_wirelength_mm": 8.80,
  "ys_seq_share_pct": 37.3,
  "wl_per_cell_um": 14.0,
  "syn2layout_area_growth_pct": 16.9,
  "die_width_um": 93.7,
  "clkSinkCount": 36,
  "drc_errors": 0,
  "numPortBuffers": 21,
  "finalHoldViolCount": 0,
  "rows": 33,
  "ioPinCount": 22,
  "worstPathRequired_ns": 2.48,
  "dp_hpwl_mm": 3.50,
  "fp.dieH_um": 93.7,
  "warnings": 25,
  "antenna_found_initial": 0,
  "edf_count": 0,
  "avgSynthCellArea_um2": 10.4,
  "setup-violations-final": 0,
  "yosys_warnings": 1,
  "maxCapViolCount": 0,
  "die_area_mm2": 0.00878,
  "leakage_nw": 1.14,
  "clkTransAtPathRegs_ns": 0.07,
  "synthFlopType": "dfstp_2",
  "relSlewSlack_pct": 54.2,
  "cpMaxStageDelayCell": "clkdlybuf4s50_1",
  "gr-total-overflow": 0,
  "period_needed_ns": 2.66,
  "grt_max_degree": 41,
  "crit_top_cell": "clkdlybuf4s50_1",
  "grtUsageTotal_pct": 13.2,
  "fp_util_pct": 30.9,
  "start_kind": "input port",
  "ys.flops": 36,
  "crit_path_end_kind": "output pin",
  "finalPower_mw": 2.78,
  "path_buffers": 3
}
==> through the flow <==
stage	cells	hold WS (ns)	worst slack, ns	instance area (um^2)	utilization, %
after CTS	368	0.468	0.447	2950	36.1
after global placement	360	0.452	0.410	2870	35.1
after detailed placement	360	0.456	0.391	2870	35.1
final	368	0.465	0.444	2950	36.1
after global routing	368	0.489	0.413	2950	36.1
after floorplan	242	0.432	0.861	2520	-
==> worst register-to-register path: cells and delay by family (launching register included) <==
family,cells,cell delay (ns)
compound gates,1,0.16
flops,1,0.58
xor+xnor,4,1.31
==> cells in the mapped netlist, drive strengths merged, types with 3 or more instances <==
master	n	share of area (%)
nand2	4	0.59
nor2	31	4.6
dfrtp	4	4.0
xor2	16	6.6
and2	3	0.74
nor2b	12	3.0
clkbuf	13	1.9
a21oi	14	2.8
xnor2	53	21
a211o	16	5.6
o21bai	4	1.2
mux2i	16	6.3
dfstp	32	33
o32ai	4	1.4
==> report_power, final <==
group	leakage (nW)	switching [mW]	internal (mW)	total, mW
Combinational	0.707	0.746	0.832	1.58
Sequential	0.391	0.154	0.722	0.876
Clock	0.0422	0.167	0.158	0.324
==> logic make-up after synthesis <==
| group | synth area share (%) |
|---|---|
| AOI/OAI and AO/OA | 12.2 |
| xor gates and xnor gates | 29.5 |
| adders and majority gates | 0.496 |
| and+or+nand+nor | 11.7 |
| buffers and inverters | 2.43 |
| muxes | 6.35 |
| DFF | 37.3 |
==> path summary, 6_finish.rpt <==
path	from	slack (ns)	to	cells past startpoint
min	Counter[0]	0.46	Counter[0]	1
max in group asynchronous	Reset	2.00	CRC_reg[4]	3
max	CRC_rd	0.44	CRC_out[1]	4
max reg2reg	CRC_reg[24]	1.00	CRC_reg[2]	5
min in group asynchronous	Reset	0.75	Counter[2]	3
min reg2reg	Counter[0]	0.46	Counter[0]	1
==> per-layer routing <==
metal	vias to the layer above	part of all wire (%)	GRT usage, %
met1	815	50	20.5
met4	0	1.3	1.41
li1	856	-	-
met3	6	3.5	2.22
met5	-	0	0
met2	30	45	20.6
==> area by class of cell <==
type	count	area, um^2	area share (%)
Multi-Input combinational cell	190	1520	51.6
Sequential cell	36	941	31.9
Timing Repair Buffer	28	270	9.16
Tap cell	105	131	4.45
Clock buffer	7	76.3	2.59
Clock inverter	1	5.00	0.170
Inverter	1	3.75	0.127
Power and IR drop assume default switching activity.
