## design.v

```verilog
module Reg_int (
input                   Reset                   ,
input                   Clk_reg                 ,
input                   CSB                     ,
input                   WRB                     ,
input           [15:0]  CD_in                   ,
output   reg    [15:0]  CD_out                  ,
input           [7:0]   CA                      ,
output          [4:0]   Tx_Hwmark               ,
output          [4:0]   Tx_Lwmark               ,   
output                  pause_frame_send_en     ,               
output          [15:0]  pause_quanta_set        ,
output                  MAC_tx_add_en           ,               
output                  FullDuplex              ,
output          [3:0]   MaxRetry                ,
output          [5:0]   IFGset                  ,
output          [7:0]   MAC_tx_add_prom_data    ,
output          [2:0]   MAC_tx_add_prom_add     ,
output                  MAC_tx_add_prom_wr      ,
output                  tx_pause_en             ,
output                  xoff_cpu                ,
output                  xon_cpu                 ,
output                  MAC_rx_add_chk_en       ,   
output          [7:0]   MAC_rx_add_prom_data    ,   
output          [2:0]   MAC_rx_add_prom_add     ,   
output                  MAC_rx_add_prom_wr      ,   
output                  broadcast_filter_en     ,
output          [15:0]  broadcast_bucket_depth              ,
output          [15:0]  broadcast_bucket_interval           ,
output                  RX_APPEND_CRC           ,
output          [4:0]   Rx_Hwmark           ,
output          [4:0]   Rx_Lwmark           ,
output                  CRC_chk_en              ,               
output          [5:0]   RX_IFG_SET              ,
output          [15:0]  RX_MAX_LENGTH           , 
output          [6:0]   RX_MIN_LENGTH           , 
output          [5:0]   CPU_rd_addr             ,
output                  CPU_rd_apply            ,
input                   CPU_rd_grant            ,
input           [31:0]  CPU_rd_dout             ,
output                  Line_loop_en            ,
output          [2:0]   Speed                   ,
output          [7:0]   Divider                 , 
output          [15:0]  CtrlData                , 
output          [4:0]   Rgad                    , 
output          [4:0]   Fiad                    , 
output                  NoPre                   , 
output                  WCtrlData               , 
output                  RStat                   , 
output                  ScanStat                , 
input                   Busy                    , 
input                   LinkFail                , 
input                   Nvalid                  , 
input           [15:0]  Prsd                    , 
input                   WCtrlDataStart          , 
input                   RStatStart              , 
input                   UpdateMIIRX_DATAReg      
);
    RegCPUData U_0_000(Tx_Hwmark                ,7'd000,16'h0009,Reset,Clk_reg,!WRB,CSB,CA,CD_in);
    RegCPUData U_0_001(Tx_Lwmark                ,7'd001,16'h0008,Reset,Clk_reg,!WRB,CSB,CA,CD_in);
    RegCPUData U_0_002(pause_frame_send_en      ,7'd002,16'h0000,Reset,Clk_reg,!WRB,CSB,CA,CD_in);
    RegCPUData U_0_003(pause_quanta_set         ,7'd003,16'h0000,Reset,Clk_reg,!WRB,CSB,CA,CD_in);
    RegCPUData U_0_004(IFGset                   ,7'd004,16'h000c,Reset,Clk_reg,!WRB,CSB,CA,CD_in);
    RegCPUData U_0_005(FullDuplex               ,7'd005,16'h0001,Reset,Clk_reg,!WRB,CSB,CA,CD_in);
    RegCPUData U_0_006(MaxRetry                 ,7'd006,16'h0002,Reset,Clk_reg,!WRB,CSB,CA,CD_in);
    RegCPUData U_0_007(MAC_tx_add_en            ,7'd007,16'h0000,Reset,Clk_reg,!WRB,CSB,CA,CD_in);
    RegCPUData U_0_008(MAC_tx_add_prom_data     ,7'd008,16'h0000,Reset,Clk_reg,!WRB,CSB,CA,CD_in);
    RegCPUData U_0_009(MAC_tx_add_prom_add      ,7'd009,16'h0000,Reset,Clk_reg,!WRB,CSB,CA,CD_in);
    RegCPUData U_0_010(MAC_tx_add_prom_wr       ,7'd010,16'h0000,Reset,Clk_reg,!WRB,CSB,CA,CD_in);
    RegCPUData U_0_011(tx_pause_en              ,7'd011,16'h0000,Reset,Clk_reg,!WRB,CSB,CA,CD_in);
    RegCPUData U_0_012(xoff_cpu                 ,7'd012,16'h0000,Reset,Clk_reg,!WRB,CSB,CA,CD_in);
    RegCPUData U_0_013(xon_cpu                  ,7'd013,16'h0000,Reset,Clk_reg,!WRB,CSB,CA,CD_in);
    RegCPUData U_0_014(MAC_rx_add_chk_en        ,7'd014,16'h0000,Reset,Clk_reg,!WRB,CSB,CA,CD_in);
    RegCPUData U_0_015(MAC_rx_add_prom_data     ,7'd015,16'h0000,Reset,Clk_reg,!WRB,CSB,CA,CD_in);
    RegCPUData U_0_016(MAC_rx_add_prom_add      ,7'd016,16'h0000,Reset,Clk_reg,!WRB,CSB,CA,CD_in);
    RegCPUData U_0_017(MAC_rx_add_prom_wr       ,7'd017,16'h0000,Reset,Clk_reg,!WRB,CSB,CA,CD_in);
    RegCPUData U_0_018(broadcast_filter_en      ,7'd018,16'h0000,Reset,Clk_reg,!WRB,CSB,CA,CD_in);
    RegCPUData U_0_019(broadcast_bucket_depth   ,7'd019,16'h0000,Reset,Clk_reg,!WRB,CSB,CA,CD_in);
    RegCPUData U_0_020(broadcast_bucket_interval,7'd020,16'h0000,Reset,Clk_reg,!WRB,CSB,CA,CD_in);
    RegCPUData U_0_021(RX_APPEND_CRC            ,7'd021,16'h0000,Reset,Clk_reg,!WRB,CSB,CA,CD_in);
    RegCPUData U_0_022(Rx_Hwmark                ,7'd022,16'h001a,Reset,Clk_reg,!WRB,CSB,CA,CD_in);
    RegCPUData U_0_023(Rx_Lwmark                ,7'd023,16'h0010,Reset,Clk_reg,!WRB,CSB,CA,CD_in);
    RegCPUData U_0_024(CRC_chk_en               ,7'd024,16'h0000,Reset,Clk_reg,!WRB,CSB,CA,CD_in);
    RegCPUData U_0_025(RX_IFG_SET               ,7'd025,16'h000c,Reset,Clk_reg,!WRB,CSB,CA,CD_in);
    RegCPUData U_0_026(RX_MAX_LENGTH            ,7'd026,16'h2710,Reset,Clk_reg,!WRB,CSB,CA,CD_in);
    RegCPUData U_0_027(RX_MIN_LENGTH            ,7'd027,16'h0040,Reset,Clk_reg,!WRB,CSB,CA,CD_in);
    RegCPUData U_0_028(CPU_rd_addr              ,7'd028,16'h0000,Reset,Clk_reg,!WRB,CSB,CA,CD_in);
    RegCPUData U_0_029(CPU_rd_apply             ,7'd029,16'h0000,Reset,Clk_reg,!WRB,CSB,CA,CD_in);
    RegCPUData U_0_033(Line_loop_en             ,7'd033,16'h0000,Reset,Clk_reg,!WRB,CSB,CA,CD_in);
    RegCPUData U_0_034(Speed                    ,7'd034,16'h0004,Reset,Clk_reg,!WRB,CSB,CA,CD_in);
always @ (posedge Clk_reg or posedge Reset)
    if (Reset)
        CD_out  <=0;
    else if (!CSB&&WRB)
        case (CA[7:1])
                7'd00:    CD_out<=Tx_Hwmark                  ;
                7'd01:    CD_out<=Tx_Lwmark                  ; 
                7'd02:    CD_out<=pause_frame_send_en        ; 
                7'd03:    CD_out<=pause_quanta_set           ;
                7'd04:    CD_out<=IFGset                     ; 
                7'd05:    CD_out<=FullDuplex                 ; 
                7'd06:    CD_out<=MaxRetry                   ;
                7'd07:    CD_out<=MAC_tx_add_en              ; 
                7'd08:    CD_out<=MAC_tx_add_prom_data       ;
                7'd09:    CD_out<=MAC_tx_add_prom_add        ; 
                7'd10:    CD_out<=MAC_tx_add_prom_wr         ; 
                7'd11:    CD_out<=tx_pause_en                ; 
                7'd12:    CD_out<=xoff_cpu                   ;
                7'd13:    CD_out<=xon_cpu                    ; 
                7'd14:    CD_out<=MAC_rx_add_chk_en          ; 
                7'd15:    CD_out<=MAC_rx_add_prom_data       ;
                7'd16:    CD_out<=MAC_rx_add_prom_add        ; 
                7'd17:    CD_out<=MAC_rx_add_prom_wr         ; 
                7'd18:    CD_out<=broadcast_filter_en        ; 
                7'd19:    CD_out<=broadcast_bucket_depth     ;    
                7'd20:    CD_out<=broadcast_bucket_interval  ;   
                7'd21:    CD_out<=RX_APPEND_CRC              ; 
                7'd22:    CD_out<=Rx_Hwmark                  ; 
                7'd23:    CD_out<=Rx_Lwmark                  ; 
                7'd24:    CD_out<=CRC_chk_en                 ; 
                7'd25:    CD_out<=RX_IFG_SET                 ; 
                7'd26:    CD_out<=RX_MAX_LENGTH              ; 
                7'd27:    CD_out<=RX_MIN_LENGTH              ; 
                7'd28:    CD_out<=CPU_rd_addr                ; 
                7'd29:    CD_out<=CPU_rd_apply               ;
                7'd30:    CD_out<=CPU_rd_grant               ;
                7'd31:    CD_out<=CPU_rd_dout[15:0]          ; 
                7'd32:    CD_out<=CPU_rd_dout[31:16]         ;                 
                7'd33:    CD_out<=Line_loop_en               ;
                7'd34:    CD_out<=Speed                      ; 
                default:  CD_out<=0                          ;
        endcase
endmodule   
module RegCPUData(
RegOut,   
CA_reg_set, 
RegInit,  
Reset,    
Clk,      
CWR_pulse,
CCSB,
CA_reg,     
CD_in_reg
);
output[15:0]    RegOut; 
input[6:0]      CA_reg_set;  
input[15:0]     RegInit;
input           Reset;
input           Clk;
input           CWR_pulse;
input           CCSB;
input[7:0]      CA_reg;
input[15:0]     CD_in_reg;
reg[15:0]       RegOut; 
always  @(posedge Reset or posedge Clk)
    if(Reset)
        RegOut      <=RegInit;
    else if (CWR_pulse && !CCSB && CA_reg[7:1] ==CA_reg_set[6:0])  
        RegOut      <=CD_in_reg;
endmodule           
```

## constraint.sdc

```tcl
current_design Reg_int

set clk_period 2.5
set clk_io_pct 0.2

create_clock -name clk0 -period $clk_period [get_ports {Clk_reg}]

set non_clock_inputs [all_inputs -no_clocks]
set_input_delay [expr $clk_period * $clk_io_pct] -clock clk0 $non_clock_inputs
set_output_delay [expr $clk_period * $clk_io_pct] -clock clk0 [all_outputs]
```

## config.mk

```make
export PLATFORM = sky130hd
export DESIGN_NAME = Reg_int
export DESIGN_NICKNAME = Reg_int
export VERILOG_FILES = /design/flow/design.v
export SDC_FILE = /design/flow/constraint.sdc
export NUM_CORES = 4
export LEC_CHECK = 1
export CORE_UTILIZATION = 30
```

## run.sh

```bash
#!/bin/bash
# OpenROAD 26Q1-2900-gdf79404cd8, Yosys 0.63+post, stock flow scripts
make -C /OpenROAD-flow-scripts/flow DESIGN_CONFIG=/design/flow/config.mk WORK_HOME=/design/flow/orfs finish
```

==> Slide: Implementation Results <==
Synthesis and Place & Route Summary

Placement
  • GPL Wtd Cong: 0.937
  • IO buf count: 227
  • Placed standard-cell area: 12000 sq um
  • DP HPWL: 24600 um

Floorplan
  • DIE WIDTH: 171 um
  • # IOs: 289
  • Die Size: 29400 sq um
  • Init Core Util: 0.307
  • Core area: 28000 sq um
  • Die Ht: 171 um
  • FP Rows: 61

STA
  • Clock skew: 0.00977 ns
  • Slew HR: 0.445
  • Period utilization: 0.971
  • Slew @ Worst Pin: 0.812 ns
  • Tmin final: 2.43 ns
  • Final Setup Violations: 0
  • RSZ-0062 raised after global routing: false
  • Max Clock Freq: 412 MHz
  • Max-slew violation count: 0
  • Final hold violation count: 0

Critical path
  • Worst Setup SP: CA[4]
  • RR Startpoint: U_0_004.RegOut[2]
  • Critical path required time: 2.79 ns
  • Worst-case reg-to-reg path depth: 6
  • Worst setup SP type: input pin
  • Reg2Reg Setup Slack: 0.48 ns
  • Reg-to-reg endpoint: CD_out[2]
  • Crit Path Max Fanout: 12
  • Critical path capture point type: flop
  • Critical path's most frequent cell: buf_4
  • Arr. time, crit path: 2.72 ns
  • Critical path's slowest cell: a2111oi_0
  • Largest stage delay, worst path: 0.71 ns
  • Worst-path cell chain: clkdlybuf4s50_1 > buf_4 > nor3_1 > a32oi_1 > o31ai_1 > a2111oi_0 > buf_4 > a41oi_1
  • Setup CP Type: input pin to flop

Finish
  • Fillcell total: 2618
  • Synthesis-to-finish area growth: 46.2%
  • Fin util: 0.449
  • Gate Area: 3950 sq um
  • Register area: 4230 sq um
  • Design Area, Final: 12600 sq um
  • Layout cell share with drive strength beyond 1: 0.333

Detailed routing
  • Met2 wire len: 14300 um
  • # DRC: 0
  • Met1 Wirelength: 14400 um
  • Drt wl/cell: 22.6 um
  • Via count: 7346
  • Total Wirelength: 32200 um
  • Final ANT Viol Nets: 0
  • TritonRoute pass-1 iters: 7
  • DRT iter0 DRCs: 473
  • Met3 routed WL: 2630 um
  • Top Metal Used: met4
  • Vias per inst: 5.16

Clocking
  • Clock transition at the registers of the reported paths: 0.07 ns
  • PostCTS Resize Cnt: 0
  • CTS tree: built
  • H-tree levels: 4
  • Clock buffer depth: 2
  • Latency at later pin: 0.43 ns
  • CTS Root Cell: clkbuf_16
  • Postcts setup bufs: 0
  • TritonCTS Buffers: 17
  • CTS sink count: 168
  • Cts hold-fix bufs: 0

Flow run
  • Maxcap violations: 0
  • Tool Warnings: 49

Yosys
  • Synth Flop Type: dfrtp_1
  • Top cells by count: mux2_2, dfrtp_1, buf_4, nand2_1, buf_2
  • Yosys top cell by area: dfrtp_1
  • Seq/Total Area, Yosys: 0.491
  • Synth Warn #: 69
  • Ys async rst share: 1.00
  • Avg Cell Area, Syn: 11.8 sq um
  • Area reported by Yosys stat: 8610 sq um
  • Number of cells produced by synthesis: 729
  • EDFF count, synth: 0
  • Mapped cell area: 8610 sq um
  • Yosys cell types: 65
  • Synthesized registers: 168
  • Top-count cell post-synth: mux2_2
  • Biggest area cells: dfrtp_1, mux2_2, dfstp_2
  • Largest type area fraction: 0.430
  • Cells in synth_stat.txt: 729

Global routing
  • Largest net degree at the start of global routing: 55
  • First-pass GRT wire length: 47700 um
  • Congestion Overflow GR: 0
  • Vias in the first global route: 7350
  • Initial antenna violation count: 1
  • Total track usage: 0.230

Status
  • Status: completed

Power
  • Pwr/cell area: 528 nW/um^2
  • Leak: 5.48 nW
  • VDD IR max: 0.337 mV

Min path
  • Worst hold path type: input pin to async pin
-- state kept, by name, indices dropped and copies added (netlist names), 4 cells and up --
signal and flops:
CD_out 16, U_0_000.RegOut 5, U_0_001.RegOut 5, U_0_003.RegOut 16, U_0_004.RegOut 6, U_0_006.RegOut 4, U_0_008.RegOut 8, U_0_015.RegOut 8
U_0_019.RegOut 16, U_0_020.RegOut 16, U_0_022.RegOut 5, U_0_023.RegOut 5, U_0_025.RegOut 6, U_0_026.RegOut 16, U_0_027.RegOut 7, U_0_028.RegOut 6
-- area by class of cell --
class / count / area share
well taps: 378 / 0.0376
diodes: 1 / 0.000199
inverters: 3 / 0.00119
flip-flops and latches: 168 / 0.336
clock inverters: 15 / 0.0133
repair buffers: 342 / 0.264
multi-input cells: 499 / 0.314
clock buffers: 17 / 0.0338
-- stage by stage --
stage | std cells | TNS [ns] | setup WS (ns) | total power [W] | hold WS, ns
2_1_floorplan | 766 | -18.41 | -0.124 | 0.00337 | 0.458
3_3_place_gp | 1390 | -8.75 | -0.370 | 0.00400 | 0.496
3_5_place_dp | 1390 | -7.32 | -0.275 | 0.00400 | 0.505
4_1_cts | 1422 | 0 | 0.150 | 0.00671 | 0.477
5_1_grt | 1423 | 0 | 0.102 | 0.00692 | 0.502
6_report | 1423 | 0 | 0.0718 | 0.00665 | 0.472
-- worst max path at each step --
| stage | to | depth (start not counted) |
|---|---|---|
| final | CD_out[2] | 8 |
| after global routing | CD_out[2] | 8 |
| after CTS | CD_out[2] | 8 |
-- worst max-delay path: cells and delay by family --
family	cells	cell delay (ns)
buf+inv	3	0.97
simple gates	1	0.10
compound gates	4	1.14
-- cell usage in the layout, fill, tap and decap left out, types with 14 or more instances in the layout --
cell             synthesis  layout
mux2_2                 161     161
nand2_1                 43      43
clkdlybuf4s50_1          0     225
clkbuf_16                0      17
dfstp_2                 20      20
a222oi_1                17      17
o21ai_0                 14      14
buf_12                   0      16
conb_1                   1      38
nor2_1                  22      22
nand3_1                 23      23
dfrtp_1                148     148
a31oi_1                 17      17
buf_4                   43      99
-- report_power, final --
part | switching, W | internal [W] | leakage (nW)
Clock | 0.00120 | 0.00150 | 0.293
Combinational | 0.000377 | 0.000560 | 2.97
Sequential | 0.000131 | 0.00288 | 2.22
Total | 0.00171 | 0.00493 | 5.48
-- cell families after synthesis --
| kind of cell | share of synthesized area |
|---|---|
| AND/OR/NAND/NOR | 0.107 |
| other | 0.000436 |
| flip-flops | 0.491 |
| AND-OR/OR-AND | 0.111 |
| buffers and inverters | 0.0667 |
| multiplexers | 0.222 |
| XOR/XNOR | 0.00102 |
-- per-layer routing --
metal  GRT usage  vias to the layer above
met3      0.0649                       47
li1            -                     3283
met1       0.344                     3698
met5     0.00870                        -
met2       0.340                      318
met4      0.0497                        0
Power figures rest on the tool's default switching activity, not on a simulated workload.
